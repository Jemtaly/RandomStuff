$ cat ./run.sh
#!/bin/bash
# OpenROAD 26Q1-2900-gdf79404cd8, Yosys 0.63+post, stock flow scripts
make -C /OpenROAD-flow-scripts/flow DESIGN_CONFIG=/design/flow/config.mk WORK_HOME=/design/flow/orfs finish
$ cat ./constraint.sdc
current_design RC4

set clk_period 160.5
set clk_io_pct 0.2

create_clock -name clk0 -period $clk_period [get_ports {clk}]

set non_clock_inputs [all_inputs -no_clocks]
set_input_delay [expr $clk_period * $clk_io_pct] -clock clk0 $non_clock_inputs
set_output_delay [expr $clk_period * $clk_io_pct] -clock clk0 [all_outputs]
$ cat ./config.mk
export PLATFORM = sky130hd
export DESIGN_NAME = RC4
export DESIGN_NICKNAME = RC4
export VERILOG_FILES = /design/flow/design.v
export SDC_FILE = /design/flow/constraint.sdc
export NUM_CORES = 4
export LEC_CHECK = 1
export CORE_UTILIZATION = 40
$ cat ./design.v
`timescale 1ns / 1ps
module RC4(
    input wire clk,
    input wire rst,
    input wire [7:0] in,
    output reg [7:0] out
  );
  reg  prompt, rec = 1;
  reg  [7:0] m [0:255];
  reg  [7:0] k [0:255];
  reg  [7:0] x, y, i, j, n;
  wire [7:0] X, Y, a, b, t;
  integer _;
  assign t = j + m[i] + k[i % n];
  assign X = x + 1;
  assign a = m[X];
  assign Y = y + a;
  assign b = m[Y];
  always @(posedge clk) begin
    if (rst) begin
      if (rec) begin
        for (_ = 0; _ < 256; _ = _ + 1) begin
          m[_] = _;
        end
        x <= 0;
        y <= 0;
        i <= 0;
        j <= 0;
        prompt <= 0;
        out <= 0;
        k[0] <= in;
        n <= 0 + 1;
      end else begin
        k[n] <= in;
        n <= n + 1;
      end
      rec <= 0;
    end else begin
      if (prompt) begin
        m[X] <= b;
        m[Y] <= a;
        out <= m[a + b] ^ in;
        x <= X;
        y <= Y;
      end else begin
        m[i] <= m[t];
        m[t] <= m[i];
        i <= i + 1;
        j <= t;
        if (i == 255) begin
          prompt <= 1;
        end
      end
      rec <= 1;
    end
  end
endmodule
==> run summary <==
yosys + openroad results -> dpl hpwl 3890000 µm, gp weighted congestion 2.62, FFs w/ async S/R, synth 0, number of enable flip-flop cells 4145, GRT overflow 258k, Synth top area share 0.443, yosys simple share 0.184, clk buf depth 4, cell type with the largest total area edfxtp_1, Synth cell types 109, largest net degree at the start of global routing 112, row cnt 307, xor+xnor area frac 0.00237, Clock Root Buffer clkbuf_16, Post-Syn Area 281000 µm², Synth Seq Share 0.443, Clock H-tree levels 5, Main logic family AND-OR/OR-AND gates, Buffers on Ports 17, dominant register cell edfxtp_1, global-route wire length before repair 6030000 µm, Synth top cell by count nand2_1, dpl cells 44.5k, CTS sink count 4146, mux frac, synth 0.0106, ys flops 4146, die y size 840 µm, Syn Area/Cell 8.78 µm², ao+oa area frac 0.310, top cells by count 4504 x nand2_1, 4145 x edfxtp_1, 3137 x nor2_1, die x size 840 µm, vias in the first global route 431k, last stage reached 5_1_grt, Top area cell types edfxtp_1 44%, a22oi_1 7.9%, nand2_1 6.0%, nor2_1 4.2%, a21oi_1 3.9%, I/O Pins 18, cell total in the yosys stat output 32.0k, Post-CTS Hold Buffers 0, adder and majority gate portion of the synthesized area 0.00381, status aborted with a tool error, yosys synthesis chip area 281000 µm², floorplan utilization 0.402, total track usage 1.47, Post-CTS Resized 0, post-CTS setup buffers 0, total CTS buffers 441, post-synthesis cell count 32.0k, Err [ERROR GRT-0116] Global routing finished with congestion. Check the congestion regions in the DRC Viewer., Placed Area 335000 µm², Syn. warnings 2
[layer usage]
metal,track usage,GRT overflow
met2,1.95,142000
met4,1.11,15100
met5,0.932,1888
met3,1.12,25100
met1,1.47,73500
[cell families after synthesis]
logic type / after synthesis
compound gates: 12300
fa+ha+maj: 79
mux: 269
buf+inv: 3324
xor+xnor: 70
simple gates: 11800
flops: 4146
[metrics by stage]
step           hold WS (ns)  utilization  worst slack [ns]
3_5_place_dp          0.724        0.479            122.04
3_3_place_gp          0.719        0.479            122.06
2_1_floorplan         0.663            -            125.62
4_1_cts               0.741        0.499            123.17
