[flow/design.v]
`timescale 1ns / 1ps
module adder(
    input a,
    input b,
    input cin,
    output cout,
    output s
  );
  assign s = a ^ b ^ cin;
  assign cout = a & cin | b & cin | a & b;
endmodule
module adder_8(
    input [7:0] a,
    input [7:0] b,
    input cin,
    output cout,
    output [7:0] sum
  );
  wire [7:0] c;
  adder a0(a[0],  b[0],  cin, c[0], sum[0]);
  adder a1(a[1],  b[1], c[0], c[1], sum[1]);
  adder a2(a[2],  b[2], c[1], c[2], sum[2]);
  adder a3(a[3],  b[3], c[2], c[3], sum[3]);
  adder a4(a[4],  b[4], c[3], c[4], sum[4]);
  adder a5(a[5],  b[5], c[4], c[5], sum[5]);
  adder a6(a[6],  b[6], c[5], c[6], sum[6]);
  adder a7(a[7],  b[7], c[6], c[7], sum[7]);
  assign cout =  c[7];
endmodule
module subtractor_8(
    input [7:0] a,
    input [7:0] b,
    input cin,
    output cout,
    output [7:0] dif
  );
  wire [7:0] c;
  adder a0(a[0], ~b[0], ~cin, c[0], dif[0]);
  adder a1(a[1], ~b[1], c[0], c[1], dif[1]);
  adder a2(a[2], ~b[2], c[1], c[2], dif[2]);
  adder a3(a[3], ~b[3], c[2], c[3], dif[3]);
  adder a4(a[4], ~b[4], c[3], c[4], dif[4]);
  adder a5(a[5], ~b[5], c[4], c[5], dif[5]);
  adder a6(a[6], ~b[6], c[5], c[6], dif[6]);
  adder a7(a[7], ~b[7], c[6], c[7], dif[7]);
  assign cout = ~c[7];
endmodule
module multiplier_8(
    input [7:0] a,
    input [7:0] b,
    input [7:0] cina,
    input [7:0] cinb,
    output [7:0] cout,
    output [7:0] prod
  );
  wire [7:0] s [0:7];
  adder_8 add_o0(cinb[7:0], b & {8{a[0]}}, cina[0], s[0][7], {s[0][6:0], prod[0]});
  adder_8 add_o1(s[0][7:0], b & {8{a[1]}}, cina[1], s[1][7], {s[1][6:0], prod[1]});
  adder_8 add_o2(s[1][7:0], b & {8{a[2]}}, cina[2], s[2][7], {s[2][6:0], prod[2]});
  adder_8 add_o3(s[2][7:0], b & {8{a[3]}}, cina[3], s[3][7], {s[3][6:0], prod[3]});
  adder_8 add_o4(s[3][7:0], b & {8{a[4]}}, cina[4], s[4][7], {s[4][6:0], prod[4]});
  adder_8 add_o5(s[4][7:0], b & {8{a[5]}}, cina[5], s[5][7], {s[5][6:0], prod[5]});
  adder_8 add_o6(s[5][7:0], b & {8{a[6]}}, cina[6], s[6][7], {s[6][6:0], prod[6]});
  adder_8 add_o7(s[6][7:0], b & {8{a[7]}}, cina[7], s[7][7], {s[7][6:0], prod[7]});
  assign cout = +s[7][7:0];
endmodule
module divider_8(
    input [7:0] num,
    input [7:0] den,
    output [7:0] quo,
    output [7:0] rem
  );
  wire [7:0] res [0:7];
  wire [7:0] raw [0:7];
  assign raw[7] = {                          num[7]};
  assign raw[6] = {quo[7] ? res[7] : raw[7], num[6]};
  assign raw[5] = {quo[6] ? res[6] : raw[6], num[5]};
  assign raw[4] = {quo[5] ? res[5] : raw[5], num[4]};
  assign raw[3] = {quo[4] ? res[4] : raw[4], num[3]};
  assign raw[2] = {quo[3] ? res[3] : raw[3], num[2]};
  assign raw[1] = {quo[2] ? res[2] : raw[2], num[1]};
  assign raw[0] = {quo[1] ? res[1] : raw[1], num[0]};
  adder_8 add_o7(raw[7], ~den, 1'b1, quo[7], res[7]);
  adder_8 add_o6(raw[6], ~den, 1'b1, quo[6], res[6]);
  adder_8 add_o5(raw[5], ~den, 1'b1, quo[5], res[5]);
  adder_8 add_o4(raw[4], ~den, 1'b1, quo[4], res[4]);
  adder_8 add_o3(raw[3], ~den, 1'b1, quo[3], res[3]);
  adder_8 add_o2(raw[2], ~den, 1'b1, quo[2], res[2]);
  adder_8 add_o1(raw[1], ~den, 1'b1, quo[1], res[1]);
  adder_8 add_o0(raw[0], ~den, 1'b1, quo[0], res[0]);
  assign rem = quo[0] ? res[0] : raw[0];
endmodule
[flow/constraint.sdc]
current_design multiplier_8

set clk_period 25.5
set clk_io_pct 0.2

create_clock -name clk0 -period $clk_period

set non_clock_inputs [all_inputs -no_clocks]
set_input_delay [expr $clk_period * $clk_io_pct] -clock clk0 $non_clock_inputs
set_output_delay [expr $clk_period * $clk_io_pct] -clock clk0 [all_outputs]
[flow/run.sh]
#!/bin/bash
# OpenROAD 26Q1-2900-gdf79404cd8, Yosys 0.63+post, stock flow scripts
make -C /OpenROAD-flow-scripts/flow DESIGN_CONFIG=/design/flow/config.mk WORK_HOME=/design/flow/orfs finish
[flow/config.mk]
export PLATFORM = sky130hd
export DESIGN_NAME = multiplier_8
export DESIGN_NICKNAME = multiplier_8
export VERILOG_FILES = /design/flow/design.v
export SDC_FILE = /design/flow/constraint.sdc
export NUM_CORES = 4
export LEC_CHECK = 1
export CORE_UTILIZATION = 40
==> results.ini <==
[status]
status = finished, final reports clean

[synthesis]
ys_area_um2 = 1949
synth_area_um2 = 1949
syn_area_per_cell_um2 = 9.796
yosysWarnings = 1
ys_seq_share_pct = 0
yosys_cells = 199
syn_inst = 199
ys_types = 6

[drt]
drtAntennaViolNets = 0
wl_met3_um = 72
drc = 0
routedWlPerCell_um = 8.655
drt-met1-wl_um = 1069
dr.max_layer_used = met3
wl_met2_um = 1316
drt-initial-drc-count = 4
routed_wl_um = 2458
first_pass_iters = 2
antenna_cells = 0
viasPerCell = 4.282
vias = 1216

[floorplanning]
dieArea_um2 = 5157
die_h_um = 71.81
dieWidth_um = 71.81
core_um2 = 4692
fp-utilization_pct = 41.55
rows = 25
ios = 48

[run]
max-cap-violations = 0
warning_count = 32

[finish]
seq_cells = 0
mostFrequentLayoutCell = fa_1
most-common-layout-cells = 64 x fa_1, 54 x inv_1, 48 x clkdlybuf4s50_1, 40 x and2_1, 24 x nand2_1
final.clkbuf_count = 0
area_growth_pct = 21.69
drive_above_1_share_pct = 0
postLayoutCellArea_um2 = 2372
regArea_um2 = 0

[grt]
grt_max_degree = 9
first_global_vias = 1257
overflow = 0
grt_usage_pct = 12.75
grt_pass1_wl_um = 5216
antenna_found_initial = 0

[final_timing]
rsz0062_at_grt = false
tightest_slew_ns = 0.2829
period_minus_slack_ns = 21.06
finalClockPeriodUsage_pct = 82.60
slew-limit-headroom_pct = 81.08
fmax_mhz = 47.48
setup_viol = 0
drv_slew = 0
finalHoldViolCount = 0
tns_ns = 0

[hold_path]
min-delay-start = cinb[0]
hold_depth = 3
min_to = prod[0]
worstHoldPathType = input port to output pin

[placed_design]
globalplace.congestion = 0.7340
io_buffer_count = 48
post-dp-hpwl_um = 2436
post_dp_cell_area_um2 = 2372

[clocking]
postCtsSetupBuffers = 0
ctsHoldBuffers = 0
cts_resized = 0

[critical_path]
slowest_delay_ns = 0.56
cp.required_ns = 20.40
crit_arrival_ns = 15.96
timing.critical_path.mode_cell = fa_1
cp_slowest_cell = fa_1
startpoint = a[0]
endpoint_kind = output pin
cp-start-kind = input port
critical_path_class = input port to output pin
path_max_fanout = 8

[per-layer routing]
layer  up-vias  global-route usage, %
met1       607                  20.41
met4         0                      0
met2        21                  22.54
li1        588                      -
met3         0                 0.4280
met5         -                      0
[synthesized netlist by cell type (all sizes together)]
library cell,count,area share [%]
fa,64,66
nand2,24,4.6
inv,54,10
and2,40,13
buf,17,6.4
[per-stage QoR]
step                hold slack [ns]  utilization [%]  setup WS (ns)  instances
finish                        11.29            50.56          4.437        284
global route                  11.32            50.56          3.822        284
CTS                           11.30            50.56          4.337        284
detailed placement            11.29            50.56          4.340        284
global placement              11.30            50.56          4.399        284
floorplan                     10.42                -          5.447        199
[worst max path at each step]
stage,end,slack [ns],cells past startpoint
after CTS,cout[6],4.34,31
after global routing,cout[6],3.82,31
final,cout[6],4.44,31
[final cells by class]
type	count	area (um2)
multi-input combinational	128	1622
fill	473	2320
timing repair buffer	48	480.5
tap	54	67.56
inverter	54	202.7
[critical path, delay by kind of cell]
kind                       cells  cell delay (ns)
adders and majority gates     22             9.24
buffers and inverters          8             1.37
and+or+nand+nor                1             0.20
[kinds of logic after synthesis]
family	after synthesis	synth area share (%)
adders and majority gates	64	65.73
and+or+nand+nor	64	17.46
buffers and inverters	71	16.82
